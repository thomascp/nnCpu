$ cat flow/config.mk
export PLATFORM = sky130hd
export DESIGN_NAME = vgaTop
export DESIGN_NICKNAME = vgaTop
export VERILOG_FILES = /design/flow/design.v
export SDC_FILE = /design/flow/constraint.sdc
export NUM_CORES = 4
export LEC_CHECK = 1
export CORE_UTILIZATION = 50
$ cat flow/constraint.sdc
current_design vgaTop

set clk_period 5.0
set clk_io_pct 0.2

create_clock -name clk0 -period $clk_period [get_ports {CLK}]

set non_clock_inputs [all_inputs -no_clocks]
set_input_delay [expr $clk_period * $clk_io_pct] -clock clk0 $non_clock_inputs
set_output_delay [expr $clk_period * $clk_io_pct] -clock clk0 [all_outputs]
$ cat flow/design.v
module vga800x600(
    input wire i_clk,            
    input wire i_pix_stb,        
    input wire i_rst,            
    output wire o_hs,            
    output wire o_vs,            
    output wire o_blanking,      
    output wire o_active,        
    output wire o_screenend,     
    output wire o_animate,       
    output wire [10:0] o_x,      
    output wire  [9:0] o_y       
    );
    localparam HS_STA = 40;               
    localparam HS_END = 40 + 128;         
    localparam HA_STA = 40 + 128 + 88;    
    localparam VS_STA = 600 + 1;          
    localparam VS_END = 600 + 1 + 4;      
    localparam VA_END = 600;              
    localparam LINE   = 1056;             
    localparam SCREEN = 628;              
    reg [10:0] h_count;  
    reg  [9:0] v_count;  
    assign o_hs = ((h_count >= HS_STA) & (h_count < HS_END));
    assign o_vs = ((v_count >= VS_STA) & (v_count < VS_END));
    assign o_x = (h_count < HA_STA) ? 0 : (h_count - HA_STA);
    assign o_y = (v_count >= VA_END) ? (VA_END - 1) : (v_count);
    assign o_blanking = ((h_count < HA_STA) | (v_count > VA_END - 1));
    assign o_active = ~((h_count < HA_STA) | (v_count > VA_END - 1)); 
    assign o_screenend = ((v_count == SCREEN - 1) & (h_count == LINE));
    assign o_animate = ((v_count == VA_END - 1) & (h_count == LINE));
    always @ (posedge i_clk)
    begin
        if (i_rst)   
        begin
            h_count <= 0;
            v_count <= 0;
        end
        if (i_pix_stb)   
        begin
            if (h_count == LINE)   
            begin
                h_count <= 0;
                v_count <= v_count + 1;
            end
            else 
                h_count <= h_count + 1;
            if (v_count == SCREEN)   
                v_count <= 0;
        end
    end
endmodule
module vgaTop(
    input  wire CLK,              
    input  wire RST_BTN,          
    output wire VGA_HS_O,        
    output wire VGA_VS_O,        
    output wire [3:0] VGA_R,     
    output wire [3:0] VGA_G,     
    output wire [3:0] VGA_B,     
    input  wire [31:0] vga_x_r,
    input  wire [31:0] vga_y_r,
    input  wire [31:0] vga_x_g,
    input  wire [31:0] vga_y_g
    );
    wire rst = RST_BTN;   
    reg [15:0] cnt;
    reg pix_stb;
    always @(posedge CLK)
        {pix_stb, cnt} <= cnt + 16'h6666;   
    wire [10:0] x;   
    wire  [9:0] y;   
    vga800x600 display (
        .i_clk(CLK),
        .i_pix_stb(pix_stb),
        .i_rst(rst),
        .o_hs(VGA_HS_O), 
        .o_vs(VGA_VS_O), 
        .o_x(x), 
        .o_y(y)
    );
    wire sq_r;
    wire sq_g;
    assign sq_r = ((x > vga_x_r[31:16]) & (y > vga_y_r[31:16]) & (x < vga_x_r[15:0]) & (y < vga_y_r[15:0])) ? 1 : 0;
    assign sq_g = ((x > vga_x_g[31:16]) & (y > vga_y_g[31:16]) & (x < vga_x_g[15:0]) & (y < vga_y_g[15:0])) ? 1 : 0;
    assign VGA_R[3] = sq_r;
    assign VGA_G[3] = sq_g;
endmodule
$ cat flow/run.sh
#!/bin/bash
# OpenROAD 26Q1-2900-gdf79404cd8, Yosys 0.63+post, stock flow scripts
make -C /OpenROAD-flow-scripts/flow DESIGN_CONFIG=/design/flow/config.mk WORK_HOME=/design/flow/orfs finish
==> reports/summary.rpt <==
===========================================================================
Status                                                         finished clean
Largest fanout of any net on the critical path                            7
GRT Residual Overflow                                                     0
Layout cells sized above 1                                           0.0282
Post-synthesis cell type count                                           51
Total power divided by cell area                                 140 nW/µm²
Asr flop ratio synth                                                      0
Worst path slowest cell                                           a2111oi_1
Layout Area Growth over Synthesis                                     35.6%
Share of the core filled with cells in the final layout               0.699
Clock sink total                                                         37
Resized Gates After CTS                                                   0
Sum of net half-perimeters after detailed placement                 9480 µm
Number of I/O port buffers                                              133
Library cell with the largest summed area after synthesis              ha_1
Transition at the pin with the smallest max-transition slack       0.884 ns
Static leakage                                                      2.65 nW
Commonest register cell after synthesis                             dfxtp_1
Crit path from                                                 display.v_count[3]
Total of max-cap violations                                               0
Worst path max stage delay                                          0.48 ns
Clock transition at the registers of the reported paths             0.08 ns
Required time reported for the critical path endpoint               4.00 ns
Total number of vias                                                  4,131
Pre-placement core utilization                                        0.515
Crit path launch type                                              register
Mean post-synth cell area                                          7.80 µm²
Std-Cell Core Area                                                 8180 µm²
I/O pins                                                                144
Clock Skew                                                       0.00672 ns
Area of the mapped netlist                                         4210 µm²
Die Y                                                               93.8 µm
CP arrival                                                          3.52 ns
Final total power                                                0.000800 W
Fillcell total                                                          695
Critical path buffers and inverters                                       1
Hold Crit Depth                                                           1
Crit path max-delay family                                     AND-OR/OR-AND gates
DRC violations left                                                       0
Count of warning messages emitted by the tools                           32
Root buffer selected by CTS                                        clkbuf_8
Final worst-path cycle share                                          0.904
TritonCTS clock tree                                                  built
Hold path endpoint                                                   cnt[1]
Quantity of hold-fixing buffers added after cts                           0
Non-filler cells, final                                                 780
Post-detailed-placement cell area                                  5600 µm²
Wire length of the first global-routing pass                      17,900 µm
Number of standard cells reported by yosys                              540
Slew headroom                                                         0.406
Post-route cell area                                               5710 µm²
Via-to-Cell Ratio                                                      5.30
Cell types occupying the most area after synthesis             ha_1, dfxtp_1, inv_1
Synthesized registers                                                    37
X dimension of the die                                              93.8 µm
Number of post-CTS setup repair buffers                                   0
Dominant cell area share                                              0.267
Setup-failing EPs final                                                   0
Setup TNS                                                              0 ns
Aggregate global-route resource usage                                 0.265
Setup repair after global routing missed its margin                      no
Most prevalent standard cell on the critical path                  a211oi_1
Peak supply drop                                                   0.312 mV
Sequential fraction of the synthesis area                             0.202
Routed wire length                                                11,100 µm
Hold Path Origin                                                     cnt[1]
Count of endpoints failing hold in the final timing report                0
Count of flip-flops with a built-in enable after synthesis               11
Site row count                                                           33
Slew Viols, Final                                                         0
Clock buffers created by TritonCTS                                        5
Post-synth area from yosys stat                                    4210 µm²
Highest Clock Rate                                                  221 MHz
Worst flop-to-flop path endpoint                               display.v_count[6]
Initial antenna violation count                                           1
Gate Count Post-Synth                                                   540
Final min period                                                    4.52 ns
Maximum buffer depth of the clock tree                                    2
Count of yosys warnings during synthesis                                 12
Crit-path cells                                                a2111oi_1, nor2_1, nor2b_1, ha_1, a211oi_1, a21oi_1, o211ai_1, a31oi_1, a211oi_1, and3_1, clkdlybuf4s50_1
Kind of end point of the critical path                          output port
Initial detailed-routing violation count                                 98
Post-placement cell count                                               771
R2r setup slk                                                       2.66 ns
Insertion Delay late pin                                            0.29 ns
Placer's final routability congestion estimate                        0.912
Number of global-route vias before repair                             3,814
Worst hold-check path type                                       reg -> reg
Number of H-tree branching levels                                         2
Per-cell routed wire length                                         14.3 µm
Count of TritonRoute iterations in the first routing pass                 4
Category of the critical setup timing path                       reg -> out
Residual antenna-violating net count after detailed routing               0
Depth of the worst register-to-register path                              8
Largest net degree at the start of global routing                        14
Chip footprint                                                     8800 µm²
RR Startpoint                                                  display.h_count[0]
===========================================================================
-- report_power, final --
part / switching [W] / internal (W)
logic: 0.0000947 / 0.000146
clock network: 0.000108 / 0.000129
registers: 0.00000907 / 0.000313
-- layout make-up --
type | count | area, µm² | area share
multi-input combinational | 402 | 2930 | 0.513
antenna | 1 | 2.50 | 0.000438
clock buffer | 6 | 93.8 | 0.0164
tap | 105 | 131 | 0.0230
clock inverter | 2 | 13.8 | 0.00241
timing repair buffer | 134 | 1340 | 0.234
sequential | 37 | 851 | 0.149
inverter | 93 | 349 | 0.0611
-- worst max-delay path by stage --
stage	endpoint	slack (ns)	cells past startpoint
6_report	VGA_G[3]	0.48	11
5_1_grt	VGA_R[3]	0.10	11
4_1_cts	VGA_G[3]	0.43	11
-- cell usage in the layout, fill, tap and decap left out, drive strengths merged, types with 2 or more instances in the layout --
master         count
edfxtp            11
nand4             15
o21a               4
o211a              2
nor2              46
nand3             11
a21oi             29
o21ai             25
a31oi              6
dfxtp             26
clkinv             2
a211oi            14
conb              10
ha                90
or4                4
inv               93
a2111oi            2
nor4              10
nand2             31
or3                2
nor2b              8
o31ai              2
o211ai             4
o2111ai            4
a21o               4
and2               7
xnor2             16
nand4b             6
and3               6
clkdlybuf4s50    133
a221oi             2
or2                5
xor2               7
clkbuf             6
nor3              20
-- Yosys cell counts, drive strengths merged, types with 2 or more instances --
library cell   n
a2111oi        2
a211oi        14
a21o           4
a21oi         29
a221oi         2
a31oi          6
and2           7
and3           6
buf           13
clkbuf         4
dfxtp         26
edfxtp        11
ha            90
inv           92
nand2         31
nand3         11
nand4         15
nand4b         6
nor2          46
nor2b          8
nor3          20
nor4          10
o2111ai        4
o211a          2
o211ai         4
o21a           4
o21ai         25
o31ai          2
or2            5
or3            2
or4            4
xnor2         16
xor2           7
-- sequential cells by signal (all words and copies together), names as in the netlist --
register / cells
pix_stb: 1
cnt: 15
display.v_count: 10
display.h_count: 11
-- logic make-up (layout without fill, tap and decap cells) --
family,Yosys count,in the layout,share of synthesized area
muxes,1,1,0.00267
AOI/OAI and AO/OA,100,100,0.148
and+or+nand+nor,178,178,0.221
xor gates and xnor gates,23,23,0.0478
buffers and inverters,110,235,0.110
DFF,37,37,0.202
adders and majority gates,90,90,0.267
other,1,11,0.000890
-- per-stage QoR --
step	setup WS [ns]	hold slack [ns]
after floorplan	1.56	0.385
after global placement	0.594	0.396
after detailed placement	0.571	0.408
after CTS	0.430	0.427
after global routing	0.104	0.451
final	0.482	0.420
-- routing by layer --
layer	vias to the layer above	global-route usage	wire length, µm
li1	2141	-	-
met1	1861	0.397	5230
met2	122	0.434	5040
met3	7	0.0321	778
met4	0	0.0192	102
met5	-	0	0
Power is estimated from default activity; no workload was simulated.
